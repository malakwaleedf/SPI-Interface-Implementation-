## run.sh

```bash
#!/bin/bash
# OpenROAD 26Q1-2900-gdf79404cd8, Yosys 0.63+post, stock flow scripts
make -C /OpenROAD-flow-scripts/flow DESIGN_CONFIG=/design/flow/config.mk WORK_HOME=/design/flow/orfs finish
```

## config.mk

```make
export PLATFORM = sky130hd
export DESIGN_NAME = spi_wrapper
export DESIGN_NICKNAME = spi_wrapper
export VERILOG_FILES = /design/flow/design.v
export SDC_FILE = /design/flow/constraint.sdc
export NUM_CORES = 4
export LEC_CHECK = 1
export CORE_UTILIZATION = 40
```

## constraint.sdc

```tcl
current_design spi_wrapper

set clk_period 68.8
set clk_io_pct 0.2

create_clock -name clk0 -period $clk_period [get_ports {clk}]

set non_clock_inputs [all_inputs -no_clocks]
set_input_delay [expr $clk_period * $clk_io_pct] -clock clk0 $non_clock_inputs
set_output_delay [expr $clk_period * $clk_io_pct] -clock clk0 [all_outputs]
```

## design.v

```verilog
module singleport_async_ram (din, clk, rst_n, rx_valid, dout, tx_valid);
parameter MEM_DEPTH = 256;
parameter ADDR_SIZE = 8;
input [9:0] din;
input clk, rst_n, rx_valid;
output reg [7:0] dout;
output reg tx_valid;
reg [7:0] mem [MEM_DEPTH-1 : 0];
reg [ADDR_SIZE-1 : 0] addr;
always @(posedge clk) begin
    if(!rst_n) begin
        dout <= 0;
        tx_valid <= 0;
        addr <= 0;
    end
    else begin
        if(din[9:8] === 2'b00 && rx_valid) begin
            addr <= din[7:0];
            tx_valid <= 0;
        end
        else if(din[9:8] === 2'b01 && rx_valid) begin
            mem[addr] <= din[7:0];
            tx_valid <= 0;
        end
        else if(din[9:8] === 2'b10 && rx_valid) begin
            addr <= din[7:0];
            tx_valid <= 0;
        end
        else if(din[9:8] === 2'b11) begin
            dout <= mem[addr];
            tx_valid <= 1;
        end
    end
end
endmodule
module spi_slave (clk, rst_n, tx_data, tx_valid, rx_data, rx_valid, SS_n, MISO, MOSI);
parameter IDLE = 3'b000;
parameter WRITE = 3'b001;
parameter CHK_CMD = 3'b010;
parameter READ_ADD = 3'b011;
parameter READ_DATA = 3'b100;
input clk, rst_n, tx_valid, SS_n, MOSI;
input [7:0] tx_data;
output reg rx_valid, MISO;
output reg [9:0] rx_data;
(*fsm_encoding = "one_hot"*)
reg [2:0] cs, ns;
reg addr_b4_data;  
reg received;  
reg [3:0] serial_to_parallel_count;
reg [2:0] parallel_to_serial_count;
reg [7:0] data_received;  
always @(posedge clk) begin
    if(!rst_n) begin
        cs <= IDLE;
    end
    else begin
        cs <= ns;
    end
end
always @(*) begin
    case (cs)
    IDLE: begin
        if(SS_n) begin
            ns = IDLE;
        end
        else begin
            ns = CHK_CMD;
        end
    end
    CHK_CMD: begin
        if(SS_n) begin
            ns = IDLE;
        end
        else begin
            if(!MOSI) begin
                ns = WRITE;
            end
            else begin
                if(!addr_b4_data) begin
                    ns = READ_ADD;
                end
                else begin
                    ns = READ_DATA;
                end
            end
        end
    end
    WRITE: begin
        if(SS_n) begin
            ns = IDLE;
        end
        else begin
            ns = WRITE;
        end
    end
    READ_ADD: begin
        if(SS_n) begin
            ns = IDLE;
        end
        else begin
            ns = READ_ADD;
        end
    end
    READ_DATA: begin
        if(SS_n) begin
            ns = IDLE;
        end
        else begin
            ns = READ_DATA;
        end
    end
    default: ns = IDLE;
    endcase
end
always @(posedge clk) begin
   if(!rst_n) begin  
    addr_b4_data <= 0;
    received <= 0;
    MISO <= 0;
    rx_data <= 0;
    rx_valid <= 0; 
    serial_to_parallel_count <= 0;
    parallel_to_serial_count <= 0;
    data_received <= 0;
   end
   else begin
    case (cs)
    IDLE: begin
        MISO <= 0;
        rx_valid <= 0; 
        received <= 0;
        serial_to_parallel_count <= 0;
        parallel_to_serial_count <= 0;
    end
    CHK_CMD: begin
        MISO <= 0;
        rx_valid <= 0; 
        serial_to_parallel_count <= 0;
        parallel_to_serial_count <= 0;
    end
    WRITE: begin  
        rx_data[9 - serial_to_parallel_count] <= MOSI;
        serial_to_parallel_count = serial_to_parallel_count + 1;
        if(serial_to_parallel_count === 10) begin
            rx_valid <= 1;
            serial_to_parallel_count <= 0;
        end
    end
    READ_ADD: begin
        rx_data[9 - serial_to_parallel_count] <= MOSI;
        serial_to_parallel_count = serial_to_parallel_count + 1;
        if(serial_to_parallel_count === 10) begin
            rx_valid <= 1;
            serial_to_parallel_count <= 0;
        end
        addr_b4_data <= 1;
    end
    READ_DATA: begin
        rx_data[9 - serial_to_parallel_count] <= MOSI;
        serial_to_parallel_count = serial_to_parallel_count + 1;
        if(serial_to_parallel_count === 10) begin
            rx_valid <= 1;
            serial_to_parallel_count <= 0;
        end
        if(tx_valid) begin
            data_received <= tx_data;
            if(serial_to_parallel_count === 9)
                received <= 1;
        end
        if(received) begin
            MISO <= data_received [7 - parallel_to_serial_count];
            parallel_to_serial_count = parallel_to_serial_count + 1;
            if(parallel_to_serial_count === 8) begin
                received <= 0;
                parallel_to_serial_count <= 0;
            end
        end
        addr_b4_data <= 0;
    end
    default: begin
        addr_b4_data <= 0;
        received <= 0;
        MISO <= 0;
        rx_data <= 0;
        rx_valid <= 0; 
        serial_to_parallel_count <= 0;
        parallel_to_serial_count <= 0;
    end
    endcase
   end
end
endmodule
module spi_wrapper (MISO, MOSI, SS_n, rst_n, clk);
input MOSI, SS_n, rst_n, clk;
output MISO;
wire [9:0] slave_out;
wire [7:0] ram_out;
wire rx_valid, tx_valid;
spi_slave spi_slave_interface(clk, rst_n, ram_out, tx_valid, slave_out, rx_valid, SS_n, MISO, MOSI);
singleport_async_ram spi_ram(slave_out, clk, rst_n, rx_valid, ram_out, tx_valid);
endmodule
```

==> summary.txt <==
Results of an implementation run.

The share of total power dissipated in combinational logic is 0.1%. The total of endpoints with negative setup slack in the final report is 0. The number of global-route vias before repair is 46690. The global placement routability congestion is 0.9565. The remaining design rule violation count is 0. The clock-pin slew of the registers on the worst-case setup and hold paths is 0.06 ns. The number of antenna violations at the first check in global routing is 11. The top flip-flop cell by instance count after synthesis is sky130_fd_sc_hd__edfxtp_1. The die covers 207000 um2. The path class of the lowest-slack min-delay path is reg2reg. The areal power density over the cells is 27.35 nW/um2. Yosys reports a chip area of 82080 um2.

The CTS tree is built. In this run, synthesis inferred 2048 flip-flops with an integrated enable. The global-route track usage on met3 is 21.26%. In the global route stage, met1 resource usage came out at 29.11%. The maximum frequency from static timing analysis is 58.00 MHz. The share of synthesized area in the top cell type comes to 74.92%. Relative to the synthesized area, the layout overhead comes to 12.60%. Per the detailed-route log, wirelength across all metal layers totals 232800 um. For the finished layout, the period the worst path requires is 17.24 ns. The worst VDD IR drop from the latest analysis is 0.00002794 V. The startpoint-to-endpoint class of the critical path is in2reg. The max-slew violation count is 0.

The sort of element at the start of the critical path is a primary input. The fraction of the yosys area taken by sequential cells is 76.17%. The overall via count from detail_route is 41790.

The count of state elements after synthesis is 2099. The endpoint required time on the critical path is 69.31 ns. STA classifies the critical path endpoint as a flop. The gate-level netlist out of Yosys references 72 unique cell types. The number of buffers added to fix hold violations after cts is 0. The H-tree was split into 4 levels. sky130_fd_sc_hd__edfxtp_1 takes more of the synthesized area than any other cell. The area of all placed cells without fillers is 92420 um2. OpenROAD emitted warnings numbering 31. The sum of negative setup slack is 0 ns. The count of cells resized by post-cts repair is 0. The run finished with clean final reports. 5 I/O pins were placed. In this run the standard cell core region covers 202900 um2. The cell count listed in synth_stat.txt is 4109. The average size of a mapped cell is 19.98 um2. The synthesized netlist handed to floorplanning was reported with a cell count of 4109. For this run, the total global-route usage over all layers was measured as 25.13%. The number of setup buffers added after CTS is 0.

The maximum number of pins on one net before global-route repair is 98. The number of nets with antenna violations after detailed routing is 0. Once placement finished, the instance area stood at 85430 um2. The final cycle utilization of the critical path is 25.06%. The synthesis report lists the Yosys warning total as 3. The share of flip-flops with an asynchronous set or reset is 0%. The cell area after technology mapping is 82080 um2. The initial detailed-routing violation count is 3022. The clock latency on the worst-skew pair is 0.87 ns. For reference, the placement row count at floorplan is 165. The final timing report lists a hold violation count of 0. Looking at the max-slew report, the worst-margin pin has a slew of 1.225 ns.

The slew check shows that the tightest pin keeps a relative margin of 18.35%. The height of the die is 455.0 um. The CTS report gives the tree buffer count as 205. The number of inserted filler cells in the final layout is 16570. The clock passes through at most 3 buffers. For this design the total switching power over the nets is 493.0 uW.

The routed design shows a via density per instance of 5.900. The core utilization before placement is 40.45%. Looking at the critical path, the highest net fanout was 45.

The number of optimization iterations in the first detailed-route pass is 6. The first global-routing pass estimated 333000 um of wire. The post-layout utilization of the core is 45.54%. At the worst endpoint, the arrival time is 17.75 ns. The number of sinks driven by the clock tree is 2099. The routed wire length per instance is 32.86 um.

Internal power comes to 2.035 mW. The relative contribution of the clock network to total power is 45.3%. The width of the chip is 455.0 um. The non-filler instance count after layout is 7084.

In the post-synthesis netlist, the biggest area contributors are sky130_fd_sc_hd__edfxtp_1, sky130_fd_sc_hd__mux4_2, sky130_fd_sc_hd__nor2_1, sky130_fd_sc_hd__mux2i_1, sky130_fd_sc_hd__dfxtp_1. Clock skew on the completed layout was measured at 0.04411 ns. Buffers placed on the I/O ports in this run total 4. The tree is rooted in a sky130_fd_sc_hd__clkbuf_16. The share of total power dissipated in sequential elements is 54.6%. The number of placed cells counting well taps is 6696. The report counts max-capacitance violations totalling 0.

The most used routing layer in global routing is met2. The leakage power is 31.10 nW. The switching portion of total power is 19.50%. The overall overflow remaining after global route is 0. Per the final layout report, the fraction of cells sized above drive strength 1 comes to 22.71%. Setup repair after global routing left no endpoint under its margin. met2 track demand over resource after global routing is 35.25%.

The final HPWL from detailed placement is 143900 um.
cell usage after synthesis (5+ instances only):
library cell,n
sky130_fd_sc_hd__edfxtp_1,2048
sky130_fd_sc_hd__mux4_2,461
sky130_fd_sc_hd__a41oi_1,5
sky130_fd_sc_hd__a221oi_1,9
sky130_fd_sc_hd__a22oi_1,57
sky130_fd_sc_hd__nor3_1,19
sky130_fd_sc_hd__buf_4,42
sky130_fd_sc_hd__buf_2,70
sky130_fd_sc_hd__nand2b_1,10
sky130_fd_sc_hd__buf_1,11
sky130_fd_sc_hd__a211oi_1,37
sky130_fd_sc_hd__nand3_1,35
sky130_fd_sc_hd__nand4_1,10
sky130_fd_sc_hd__o211ai_1,16
sky130_fd_sc_hd__dfxtp_1,51
sky130_fd_sc_hd__buf_6,26
sky130_fd_sc_hd__o21ai_0,39
sky130_fd_sc_hd__and2_1,11
sky130_fd_sc_hd__mux2i_1,111
sky130_fd_sc_hd__nor2b_1,37
sky130_fd_sc_hd__nor2_1,344
sky130_fd_sc_hd__o221ai_1,13
sky130_fd_sc_hd__o22ai_1,69
sky130_fd_sc_hd__a21oi_1,67
sky130_fd_sc_hd__nand3b_1,6
sky130_fd_sc_hd__o2111ai_1,6
sky130_fd_sc_hd__mux2_1,20
sky130_fd_sc_hd__a2111oi_0,13
sky130_fd_sc_hd__o21ai_1,25
sky130_fd_sc_hd__nor4_1,12
sky130_fd_sc_hd__ha_1,14
sky130_fd_sc_hd__clkbuf_1,91
sky130_fd_sc_hd__a21boi_0,20
sky130_fd_sc_hd__a31oi_1,16
sky130_fd_sc_hd__inv_1,15
sky130_fd_sc_hd__nand2_1,168
sky130_fd_sc_hd__mux2_2,26
sky130_fd_sc_hd__o22a_1,5
area by class of cell:
cell class              instances  area [um2]  area share, %
diodes                          8       20.02        0.02166
clock buffers                 236        5284          5.717
clock inverters               144        1689          1.828
inverters                      19       73.82        0.07987
multi-input cells            1748       18160          19.65
flip-flops and latches       2099       62570          67.70
well taps                    2672        3343          3.617
repair buffers                158        1284          1.389
layer usage:
layer / routed length [um] / share of wire (%)
met1: 73660 / 32
met2: 105600 / 45
met3: 43750 / 19
met4: 9144 / 3.9
met5: 589 / 0.25
cells by family (layout without fill, tap and decap cells):
family | Yosys count | count (layout) | synth area share, %
fa+ha+maj | 14 | 14 | 0.2134
compound gates | 434 | 434 | 3.587
xor+xnor | 5 | 5 | 0.05335
flops | 2099 | 2099 | 76.17
other cells | 0 | 8 | 0
mux | 618 | 618 | 14.63
simple gates | 677 | 677 | 3.570
buf+inv | 262 | 557 | 1.776
worst paths after layout:
check	slack (ns)	start	to	cells after the start
setup reg to reg	63.37	spi_ram.addr[1]	spi_ram.dout[5]	11
hold / removal	0.44	spi_slave_interface.cs[0]	spi_slave_interface.cs[2]	2
hold reg to reg	0.44	spi_slave_interface.cs[0]	spi_slave_interface.cs[2]	2
setup / recovery	51.56	rst_n	spi_ram.mem[84][5]	6
critical path, cell delays in order:
cell and delay [ns]:
sky130_fd_sc_hd__clkdlybuf4s50_1 0.46, sky130_fd_sc_hd__buf_4 0.36, sky130_fd_sc_hd__nand4b_1 0.76, sky130_fd_sc_hd__nor2_1 0.86
sky130_fd_sc_hd__nand2_1 0.72, sky130_fd_sc_hd__nor2_1 0.78
placed cells by master (no fill, tap or decap), drive strengths merged, types with 35 or more instances in the layout:
cell	n
a211oi	37
a21oi	67
a22oi	57
buf	154
clkbuf	236
clkinv	100
dfxtp	51
edfxtp	2048
mux2	46
mux2i	111
mux4	461
nand2	169
nand3	35
nor2	344
nor2b	37
o21ai	64
o22ai	69
state kept, by name, summed over array words and instances, names as in the netlist:
register / count
spi_ram.addr: 8
spi_ram.dout: 8
spi_ram.mem: 2048
spi_ram.tx_valid: 1
spi_slave_interface.MISO: 1
spi_slave_interface.addr_b4_data: 1
spi_slave_interface.cs: 5
spi_slave_interface.data_received: 8
spi_slave_interface.parallel_to_serial_count: 3
spi_slave_interface.received: 1
spi_slave_interface.rx_data: 10
spi_slave_interface.rx_valid: 1
spi_slave_interface.serial_to_parallel_count: 4
power by group through the flow:
stage	combinational (mW)	sequential [mW]	clock, mW
4_1_cts	0.00177	1.38	1.16
5_1_grt	0.00195	1.38	1.21
6_report	0.00176	1.38	1.15
stage by stage:
stage                     power, mW  worst slack (ns)  hold WS [ns]
after detailed placement      1.409             50.95        0.4343
after global routing          2.591             51.51        0.4817
after floorplan               1.409             53.17        0.4172
final                         2.528             51.56        0.4406
after global placement        1.409             50.97        0.4398
after CTS                     2.543             51.86        0.4468
Power and IR drop assume default switching activity.
